`./design.v`:
```
`timescale 1ns / 1ps
module up_down_4bitcounter (
out,
up_down,
clk,
reset
);
output [3:0] out;
input up_down, clk, reset;
reg [3:0] out;
always @(negedge clk)
if (reset) begin  
out <= 4'b0 ;
end else if (up_down) begin
out <= out + 1;
end else begin
out <= out - 1;
end
endmodule 
```
`./run.sh`:
```
#!/bin/bash
# OpenROAD 26Q1-2900-gdf79404cd8, Yosys 0.63+post, stock flow scripts
make -C /OpenROAD-flow-scripts/flow DESIGN_CONFIG=/design/flow/config.mk WORK_HOME=/design/flow/orfs finish
```
`./config.mk`:
```
export PLATFORM = sky130hd
export DESIGN_NAME = up_down_4bitcounter
export DESIGN_NICKNAME = up_down_4bitcounter
export VERILOG_FILES = /design/flow/design.v
export SDC_FILE = /design/flow/constraint.sdc
export NUM_CORES = 4
export LEC_CHECK = 1
export CORE_AREA = 10 10 70 70
export DIE_AREA = 0 0 80 80
```
`./constraint.sdc`:
```
current_design up_down_4bitcounter

set clk_period 2.8
set clk_io_pct 0.2

create_clock -name clk0 -period $clk_period [get_ports {clk}]

set non_clock_inputs [all_inputs -no_clocks]
set_input_delay [expr $clk_period * $clk_io_pct] -clock clk0 $non_clock_inputs
set_output_delay [expr $clk_period * $clk_io_pct] -clock clk0 [all_outputs]
```
==> impl_metrics.prom <==
# HELP chip_impl_metric Yosys and OpenROAD flow results
# TYPE chip_impl_metric gauge
chip_impl_metric{name="ys_cells",unit=""} 19
chip_impl_info{name="critical_path_cell_sequence",value="clkdlybuf4s15_1"} 1
chip_impl_metric{name="setup_tns",unit="ns"} 0
chip_impl_metric{name="gpl.final_weighted_congestion",unit=""} 0.736
chip_impl_metric{name="stage_log_warnings",unit=""} 29
chip_impl_info{name="layout.cells.most_common",value="sky130_fd_sc_hd__buf_4"} 1
chip_impl_info{name="rsz0062_at_grt",value="no"} 1
chip_impl_metric{name="critPathBufInv",unit=""} 1
chip_impl_metric{name="postSynthSeqShare",unit="%"} 41.0
chip_impl_metric{name="ir_drop",unit="V"} 0.000150
chip_impl_metric{name="dieHeight",unit="µm"} 80
chip_impl_metric{name="final_antenna_net_count",unit=""} 0
chip_impl_metric{name="clock_latency_on_the_worst_skew_pair",unit="ns"} 0.30
chip_impl_metric{name="crit_required",unit="ns"} 2.24
chip_impl_info{name="cp_launch_type",value="flop"} 1
chip_impl_metric{name="antenna_violations_before_repair",unit=""} 0
chip_impl_metric{name="cts.path.max_buffers",unit=""} 2
chip_impl_metric{name="detail_route.iter0.violations",unit=""} 6
chip_impl_metric{name="crit_fanout",unit=""} 2
chip_impl_info{name="critical_path.top_delay_family",value="flip-flops"} 1
chip_impl_metric{name="finish.utilization",unit="%"} 11.5
chip_impl_metric{name="synth-area-yosys",unit="µm²"} 195
chip_impl_metric{name="final_cells",unit=""} 82
chip_impl_metric{name="placed_cells",unit=""} 75
chip_impl_info{name="endpoint_kind",value="primary output"} 1
chip_impl_metric{name="timing_max_transition_violations_final",unit=""} 0
chip_impl_metric{name="diodes",unit=""} 0
chip_impl_metric{name="grt_start_max_net_pins",unit=""} 5
chip_impl_metric{name="cp_slowest_stage_delay",unit="ns"} 0.32
chip_impl_metric{name="power.density",unit="nW/µm²"} 661
chip_impl_metric{name="postRouteWirelength",unit="µm"} 592
chip_impl_metric{name="hold_violations",unit=""} 0
chip_impl_metric{name="power.static_leakage",unit="nW"} 0.171
chip_impl_metric{name="core.rowCount",unit=""} 21
chip_impl_metric{name="cp.arrival",unit="ns"} 2.18
chip_impl_metric{name="area_growth_syn_to_layout",unit="%"} 102
chip_impl_metric{name="grt_pass1_vias",unit=""} 253
chip_impl_metric{name="initial_utilization",unit="%"} 5.71
chip_impl_metric{name="place_ws",unit="ns"} -0.563
chip_impl_metric{name="post_synth_instance_area",unit="µm²"} 195
chip_impl_metric{name="largest_register_ff_count",unit=""} 4
chip_impl_metric{name="fp.dieW",unit="µm"} 80
chip_impl_metric{name="worst_slew_pin_slew",unit="ns"} 0.198
chip_impl_info{name="hold_class",value="flop to flop"} 1
chip_impl_metric{name="power_frac_clock",unit="%"} 36.9
chip_impl_metric{name="avgViaCountPerCell",unit=""} 2.40
chip_impl_metric{name="slew_headroom",unit="%"} 86.7
chip_impl_metric{name="yosys_warnings",unit=""} 1
chip_impl_metric{name="numCtsBuffers",unit=""} 3
chip_impl_metric{name="clk_pin_slew_worst_paths",unit="ns"} 0.04
chip_impl_metric{name="part_of_the_total_power_dissipated_in_sequential_elements",unit="%"} 30.2
chip_impl_metric{name="drcViolationCount",unit=""} 0
chip_impl_info{name="most_flops_register",value="out"} 1
chip_impl_metric{name="route.vias.total",unit=""} 197
chip_impl_info{name="cts_tree",value="built"} 1
chip_impl_metric{name="core-area",unit="µm²"} 3420
chip_impl_metric{name="p_int",unit="µW"} 180
chip_impl_metric{name="yosysUniqueCellTypes",unit=""} 11
chip_impl_metric{name="worst_slack",unit="ns"} 0.0621
chip_impl_metric{name="global_route.overflow_total",unit=""} 0
chip_impl_metric{name="buffer_ports.inserted",unit=""} 6
chip_impl_metric{name="drt_first_pass_iters",unit=""} 3
chip_impl_info{name="slowest_stage",value="sky130_fd_sc_hd__dfxtp_2"} 1
chip_impl_metric{name="post_synth.cell_area_avg",unit="µm²"} 10.3
chip_impl_metric{name="chip_area",unit="µm²"} 6400
chip_impl_metric{name="netsw",unit="µW"} 81.1
chip_impl_metric{name="grt.total_usage",unit="%"} 2.22
chip_impl_info{name="top_regs",value="out x4"} 1
chip_impl_metric{name="post_route_cells_drive_above_1_share",unit="%"} 55.6
chip_impl_metric{name="routed_wire_length_per_instance",unit="µm"} 7.22
chip_impl_metric{name="ioPinCount",unit=""} 7
chip_impl_info{name="cts_root_buffer",value="sky130_fd_sc_hd__clkbuf_4"} 1
chip_impl_metric{name="htree_levels",unit=""} 1
chip_impl_info{name="final_layout_top_logic_cells",value="sky130_fd_sc_hd__buf_4 (5), sky130_fd_sc_hd__inv_1 (4), sky130_fd_sc_hd__dfxtp_2 (4)"} 1
chip_impl_info{name="outcome",value="completed"} 1
chip_impl_metric{name="combPwrFrac",unit="%"} 32.9
chip_impl_metric{name="switching_share",unit="%"} 31.1
chip_impl_info{name="worstSetupPathType",value="flop to primary output"} 1
chip_impl_metric{name="ys_flops",unit=""} 4
chip_impl_metric{name="syn-instance-count",unit=""} 19
chip_impl_metric{name="final-setup-viol-count",unit=""} 0
chip_impl_metric{name="cts.sinks",unit=""} 4
chip_impl_metric{name="grt_first_pass_wirelength",unit="µm"} 1120
chip_impl_metric{name="hold_bufs_at_cts",unit=""} 0
chip_impl_metric{name="drv_cap",unit=""} 0
chip_impl_metric{name="setup_skew_after_layout",unit="ns"} 0.00864
## cells by family after synthesis
group,share of synthesized area (%)
and+or+nand+nor,12.2
DFF,41.0
AOI/OAI and AO/OA,10.9
adders and majority gates,23.1
xor gates and xnor gates,8.98
buffers and inverters,3.85
## power groups by stage
stage / clock network (mW) / logic, mW / registers [mW]
final: 0.0962 / 0.0857 / 0.0787
after global routing: 0.118 / 0.0973 / 0.0804
after CTS: 0.103 / 0.0835 / 0.0793
## layout make-up
cell class              count  area [µm²]
fillers                   410        3020
multi-input cells          13         129
flip-flops and latches      4        85.1
repair buffers             11        81.3
well taps                  46        57.6
clock buffers               3        22.5
clock inverters             4        15.0
inverters                   1        3.75
## per-layer routing
metal	track usage [%]	vias to the layer above	share of wire, %
met5	0	-	0
met4	1.06	0	0
met3	2.16	0	13
met2	3.21	8	49
met1	2.06	91	38
li1	-	98	-
## cells in the mapped netlist (all sizes together)
| cell type | number | share of area [%] |
|---|---|---|
| a21oi | 2 | 7.0 |
| nor2b | 1 | 3.2 |
| dfxtp | 4 | 41 |
| fa | 1 | 10 |
| nor2 | 2 | 3.8 |
| inv | 2 | 3.8 |
| ha | 2 | 13 |
| a21o | 1 | 3.8 |
| xnor2 | 2 | 9.0 |
| nand3 | 2 | 5.1 |
## metrics by stage
| step | area [µm²] | power (mW) | hold WS (ns) |
|---|---|---|---|
| floorplan | 195 | 0.121 | 0.421 |
| global placement | 343 | 0.164 | 0.525 |
| detailed placement | 343 | 0.166 | 0.529 |
| CTS | 397 | 0.266 | 0.524 |
| global route | 394 | 0.295 | 0.553 |
| finish | 394 | 0.261 | 0.526 |
## final timing paths
path | startpoint | to | slack, ns | cells past startpoint
worst max register to register | out[0]$_SDFF_NP0_ | out[2]$_SDFF_NP0_ | 1.59 | 4
worst min-delay path | out[0]$_SDFF_NP0_ | out[0]$_SDFF_NP0_ | 0.53 | 2
worst min register to register | out[0]$_SDFF_NP0_ | out[0]$_SDFF_NP0_ | 0.53 | 2
worst max-delay path | out[3]$_SDFF_NP0_ | out[3] | 0.06 | 1
## timing repair
action                     4_1_cts  5_1_grt
resized                         19        2
setup endpoints to repair        7        3
buffers inserted                 0        1
Power figures rest on the tool's default switching activity, not on a simulated workload.
